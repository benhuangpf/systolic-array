==> /design/flow/design.v <==
module sram_128x32b(
input clk,
input [3:0] bytemask,
input csb,   
input wsb,   
input [7:0] wdata,  
input [9:0] waddr,  
input [9:0] raddr,  
output reg [31:0] rdata  
);
reg [31:0] _rdata;
reg [31:0] mem[0:256-1];
always@(posedge clk) begin
  if(~csb && ~wsb) begin
    case (bytemask)
      4'b0001 : mem[waddr][7:0] <= wdata;
      4'b0010 : mem[waddr][15:8] <= wdata;
      4'b0100 : mem[waddr][23:16] <= wdata;
      4'b1000 : mem[waddr][31:24] <= wdata;
      default: mem[waddr] <= 0; 
    endcase
  end
end
always@(posedge clk) begin
  if(~csb) begin
    _rdata <= mem[raddr];
  end
end
always@*
begin
    rdata =  _rdata;
end
task char2sram(
 input [31:0]index,
 input [31:0]char_in
);
  mem[index] = char_in;
endtask
task display;
integer this_i, this_j;
reg signed [7:0] index_0,index_1,index_2,index_3;
  begin
    for(this_i=0;this_i< 80;this_i=this_i+1) begin
          index_0 = mem[this_i][31:24];
          index_1 = mem[this_i][23:16];
          index_2 = mem[this_i][15:8];
          index_3 = mem[this_i][7:0];
          $write("%d %d %d %d \n",index_0,index_1,index_2,index_3);
    end
  end
endtask
endmodule
==> /design/flow/run.sh <==
#!/bin/bash
# OpenROAD 26Q1-2900-gdf79404cd8, Yosys 0.63+post, stock flow scripts
make -C /OpenROAD-flow-scripts/flow DESIGN_CONFIG=/design/flow/config.mk WORK_HOME=/design/flow/orfs finish
==> /design/flow/config.mk <==
export PLATFORM = sky130hd
export DESIGN_NAME = sram_128x32b
export DESIGN_NICKNAME = sram_128x32b
export VERILOG_FILES = /design/flow/design.v
export SDC_FILE = /design/flow/constraint.sdc
export NUM_CORES = 4
export LEC_CHECK = 1
export CORE_UTILIZATION = 40
export SYNTH_MEMORY_MAX_BITS = 65536
==> /design/flow/constraint.sdc <==
current_design sram_128x32b

set clk_period 34.7
set clk_io_pct 0.2

create_clock -name clk0 -period $clk_period [get_ports {clk}]

set non_clock_inputs [all_inputs -no_clocks]
set_input_delay [expr $clk_period * $clk_io_pct] -clock clk0 $non_clock_inputs
set_output_delay [expr $clk_period * $clk_io_pct] -clock clk0 [all_outputs]
==> deck_impl_summary.md <==
Implementation Results

Final timing
  – Setup-failing EPs final: 0
  – Max-slew headroom at the worst pin: about 4%
  – Fmax: 0.07573 GHz
  – Final Slew Violations: 0
  – Final Worst Setup Slack: ~21 ns
  – RSZ-0062 raised after global routing: no
  – Worst-margin pin slew: approximately 1.4 ns
  – Final hold vios: 0
  – Minimum clock period: around 13 ns
  – Cycle use final: 38.06%
  – TNS Setup: 0 ns
  – Final hold slack: around 0.93 ns
  – Worst clock skew: roughly 0.074 ns

Logic synthesis
  – Top area cell types: edfxtp_1, mux4_2, mux2i_1
  – Synth Seq Share: between 70 and 80%
  – Post-synth top flop: edfxtp_1
  – Top cells by count: edfxtp_1, mux4_2, nor2_1
  – # Cells Yosys: 15890
  – Count leader, synth: edfxtp_1
  – Ys async rst share: 0%
  – Post-synth EDFFs: a little over 8000
  – Cell type with the largest total area: edfxtp_1
  – Yosys warning tally: 1
  – Synthesized area per cell: roughly 20 µm²
  – Mapped Area: between 300000 and 400000 µm²
  – Yosys stat chip area: 319500 µm²
  – Seq cells post-synth: between 8000 and 9000
  – Mapped Cells: 15890
  – Synth cell types: 74
  – Max-area cell share: 77.29%

Detailed routing
  – Total number of vias: ~160k
  – DR pass1 iterations: 9
  – Vias per cell: approximately 5.7
  – Residual DRC: 0
  – DR WL/cell: between 30 and 40 µm
  – ANT nets after route: 0
  – Initial detailed-routing violation count: roughly 12000
  – WL final: 922700 µm

Pwr
  – Worst VDD drop: approximately 0.000062 V
  – Static leakage: 109.7 nW
  – PwrDens: 56.76 nW/µm²

CTS
  – Sink Count: slightly above 8000
  – CTS root buf: clkbuf_16
  – Clock tree buffer depth: 4
  – CTS buffer count: just under 800
  – Cts hold-fix bufs: 0
  – CTS resizes: 0
  – Clock-pin slew on the worst setup and hold paths: ~0.060 ns
  – # H-tree levels: 6
  – Setup Fix Bufs, Post-CTS: 0
  – TritonCTS clock tree: done
  – Clock latency (worst-skew pair): ~1.2 ns

Placement
  – Setup WS pre-CTS: about 20 ns
  – Post-DP Area: 335200 µm²
  – Post-DP HPWL: just over 600000 µm
  – Placed insts: between 20000 and 30000
  – Buffers on Ports: approximately 62
  – Gpl congestion: around 0.95

Critical path
  – WS Path Type: in -> reg
  – Worst path most repeated cell: buf_4
  – Buf/Inv on CP: 7
  – Worst path top cell family by delay: buffers and inverters
  – CP Launch Type: input pin
  – Critical path's slowest cell: nor4_1
  – Critical Path End Type: register
  – Data arrival time of the critical path: 14.21 ns
  – Crit path DRT: 35.70 ns
  – CP cell instances: buf_16 -> buf_4 -> buf_4 -> buf_4 -> buf_4 -> buf_4 -> buf_4 -> mux4_2 -> or3_1 -> o21ai_0 -> a211o_1 -> nor4_1 -> nand4_1 -> nor3_1
  – Max incr delay on CP: 0.86 ns
  – Largest fanout on the critical path: 54

Floorplanning
  – Init Core Util: between 40% and 50%
  – Die width: 895.8 µm
  – Chip area: about 800000 µm²
  – I/O pin count: around 67
  – Vertical die size: 895.8 µm
  – Std cell rows: 327
  – Core area: about 790000 µm²

Layout
  – Non-filler instance count after layout: between 20000 and 30000
  – Layout area overhead: 12.84%
  – Layout cells sized above 1: between 20% and 30%
  – Fin area: approximately 360000 µm²

Global routing
  – Total global-route track usage: between 20% and 30%
  – Congestion Overflow GR: 0
  – Vias in the first global route: between 150k and 200k
  – Initial antenna violation count: between 90 and 100
  – First-pass GRT wire length: ~1300000 µm
  – Largest net degree at the start of global routing: approximately 130

Min path
  – Worst min path class: reg -> reg

Run status
  – Outcome: complete, no violations

Run
  – Max-Cap Viols: 0
  – Tool warnings: about 60
## power by group
part           total [mW]  switching, mW  internal, mW  leakage [nW]
registers            11.0         0.0185          11.0          70.4
clock network        8.34           3.71          4.63          12.1
logic                1.10          0.786         0.312          27.2
## per-layer routing
layer / track usage [%] / vias to the layer above / routed length (µm)
met1: 28.24 / 81340 / 277800
met4: 9.315 / 151 / 44880
met3: 22.57 / 1758 / 187500
met2: 34.43 / 9843 / 406600
li1: - / 67530 / -
met5: 5.534 / - / 5908
## cells by family after synthesis
kind of cell,after synthesis,share of synthesized area (%)
AOI/OAI and AO/OA,1641,3.693
xor gates and xnor gates,3,0.008225
buffers and inverters,1001,1.761
DFF,8224,77.29
muxes,2685,14.18
and+or+nand+nor,2335,3.069
## area by class of cell
type	instances	area [µm²]
diodes	183	457.9
fillers	65480	434000
well taps	10530	13170
clock buffers	981	20720
repair buffers	943	7511
inverters	4	27.53
clock inverters	460	4160
flip-flops and latches	8224	247000
multi-input cells	6664	67550
## worst min-delay path, cell delays in order (launching register included)
cell and delay, ns:
edfxtp_1 0.32, mux2i_1 0.07, nand2_1 0.08, o211ai_1 0.09
nand4_1 0.10, o311a_1 0.17
## placed cells by master, fill, tap and decap left out, drive strengths merged, types with 114 or more instances in the layout
cell type  Yosys  final
a21oi        226    226
a221oi       132    132
a22oi        114    114
buf          522    887
clkbuf       475    981
clkinv         0    360
diode          0    183
edfxtp      8224   8224
mux2i       1181   1181
mux4        1470   1470
nand2        592    592
nor2        1199   1199
nor3         244    244
o21ai        201    201
o221ai       220    220
o22ai        349    349
## state kept, by name (all words and copies together), names as in the netlist
| register | flops |
|---|---|
| _rdata | 32 |
| mem | 8192 |
## through the flow
stage | util [%] | total power [mW]
2_1_floorplan | - | 12.05
3_3_place_gp | 42.19 | 12.32
3_5_place_dp | 42.19 | 12.33
4_1_cts | 45.32 | 20.58
5_1_grt | 45.35 | 21.00
6_report | 45.38 | 20.47
## path summary, 6_finish.rpt
| check | from | end | slack (ns) | cells past startpoint |
|---|---|---|---|---|
| hold / removal | mem[50][23] | _rdata[23] | 0.93 | 5 |
| setup reg to reg | mem[113][21] | _rdata[21] | 30.26 | 7 |
| setup / recovery | raddr[0] | _rdata[27] | 21.49 | 14 |
| hold reg to reg | mem[50][23] | _rdata[23] | 0.93 | 5 |
No activity file was given, so power comes from the tool's default toggle rates.
