===== flow/design.v =====
module sram_16x128b(
input clk,
input csb,   
input wsb,   
input [128-1:0] wdata,  
input [5:0] waddr,  
input [5:0] raddr,  
output reg [16*8-1:0]rdata  
);
localparam WEIGHT_WIDTH = 16;
localparam WEIGHT_PIXEL_NUM = 8;
reg [WEIGHT_PIXEL_NUM*WEIGHT_WIDTH-1:0] mem[0:16-1];
reg [WEIGHT_PIXEL_NUM*WEIGHT_WIDTH-1:0] _rdata;
always@(posedge clk)
  if(~csb && ~wsb)
    mem[waddr] <= wdata;
always@(posedge clk)
  if(~csb)
    _rdata <= mem[raddr];
always@*
begin
    rdata =  _rdata;
end
task load_w(
    input integer index,
    input [16*8-1:0] weight_input
);
    mem[index] = weight_input;
endtask
task dis;
integer i;
for (i = 21;i < 41 ;i = i + 1 ) begin
  $display("%b",mem[i]);
end
endtask
endmodule

===== flow/run.sh =====
#!/bin/bash
# OpenROAD 26Q1-2900-gdf79404cd8, Yosys 0.63+post, stock flow scripts
make -C /OpenROAD-flow-scripts/flow DESIGN_CONFIG=/design/flow/config.mk WORK_HOME=/design/flow/orfs finish

===== flow/config.mk =====
export PLATFORM = sky130hd
export DESIGN_NAME = sram_16x128b
export DESIGN_NICKNAME = sram_16x128b
export VERILOG_FILES = /design/flow/design.v
export SDC_FILE = /design/flow/constraint.sdc
export NUM_CORES = 4
export LEC_CHECK = 1
export CORE_UTILIZATION = 30

===== flow/constraint.sdc =====
current_design sram_16x128b

set clk_period 18.4
set clk_io_pct 0.2

create_clock -name clk0 -period $clk_period [get_ports {clk}]

set non_clock_inputs [all_inputs -no_clocks]
set_input_delay [expr $clk_period * $clk_io_pct] -clock clk0 $non_clock_inputs
set_output_delay [expr $clk_period * $clk_io_pct] -clock clk0 [all_outputs]

==> summary.txt <==
run metrics: Worst Setup Path Type=primary input to flop, Yosys chip area=0.0810 mm², Tcrit/Tclk final=38.5%, CP startpoint kind=primary input, area delta synth->final=18.3%, CTS sink count=~2.2k, Synth Seq Share=around four fifths, Net Switching=roughly 2.2 mW, vias per std cell=4.80, tool warnings=30, number of global-route vias before repair=39.6k, total power=10.6 mW, switching part of the total power=20.5%, pre-CTS setup slack=around 10 ns, Distinct cells, synth=21, GPL Wtd Cong=between 0.7 and 0.8, CTS tree=yes, area share, top type=80.7%, final wirelength=187,000 µm, CP max-delay cell=buf_4, fp util=30.2%, DIE HEIGHT=522 µm, share of cells above drive strength 1=26.9%, # Cells Yosys=3,193, ys async rst share=0%, measured slew at the worst slew-check pin=around 0.79 ns, top cells by area=edfxtp_1 (81%), mux4_2 (16%), mux2i_1 (1.1%), Pleak=a little under 30 nW, H-tree Lvls=4, Critical Path End Type=flop, RSZ-0062 raised after global routing=false, post-synthesis cell count=~3.2k, Post-Route Setup TNS=0 ns, via count=35.5k, Seq cells post-synth=2,176, worst hold path type=flop to flop, max cap viols=0, hold buffers post-CTS=0, initial antenna violation count=55, Mean Syn Cell Area=25.4 µm², fmax=0.141 GHz, crit path max fanout=49, Max stage delay on crit path=0.65 ns, cts bufs inserted=228, critical path's top delay family=buffers and inverters, WP data arrival=between 7 and 8 ns, post-route ant nets=0, post-route minimum period=7.08 ns, die area=0.272 mm², first-pass GRT wire length=273,000 µm, CTS root buffer=clkbuf_16, CP required=about 19 ns, top cell type by instance count after synthesis=edfxtp_1, post-CTS sizing=0, total core area=0.268 mm², pwr dens=110 mW/mm², DR WL/cell=roughly 25 µm, # rows=190, Longest Clk Path Bufs=4, IO Pins=271, P_int=roughly 8.4 mW, Mapped Area=0.0810 mm², status=finished, final reports clean, top cells by count=edfxtp_1 (2,176), mux4_2 (565), mux2i_1 (87), Seq pwr share=52.7%, relative max-transition margin=47.0%, Synth Flop Type=edfxtp_1, EDFF count, synth=2,176, Hold Slack=around 0.76 ns, drt first-iter violations=1,840, placed insts=between 6k and 7k, clock share of power=42.9%, Buf/Inv on CP=5, DP HPWL=99,500 µm, critical path, cell by cell=buf_8 > buf_4 > buf_4 > buf_4 > buf_4 > mux4_2 > nor2b_1 > a211oi_1 > a21oi_1, clk slew on worst S/H paths=around 0.06 ns, drt drc=0, GRT Overall Usage=15.0%, Die Wd=between 500 and 600 µm, max-slew violations=0, Synth area leader=edfxtp_1, GRT Residual Overflow=0, Late-Pin Clk Latency=0.88 ns, CP dominant cell by count=buf_4, tally of yosys warning messages=1, Initial DRT Pass Iterations=4, Setup WS post-layout=between 10 and 15 ns, worst vdd ir=0.0762 mV, Layout Skew=0.0921 ns, layout filler cell count=roughly 24k, post-route insts no fill=7,391, combinational fraction of design power=roughly 4.5%, endpoints failing hold=0, pin count of the biggest net entering global routing=100, Port Buf Inserts=roughly 270, post-CTS setup buffer count=0, count of final setup violators=0
-- routing by layer --
metal / part of all wire, % / up-vias / global-route usage (%)
met1: 33 / 18100 / 17.0
met4: 2.2 / 68 / 2.75
li1: - / 14900 / -
met5: 0.23 / - / 0.0878
met2: 49 / 2139 / 23.6
met3: 15 / 341 / 10.8
-- final timing paths --
path	start	cells past startpoint	slack (ns)	to
hold reg to reg	mem[14][118]$_DFFE_PP_	3	0.76	_rdata[118]$_DFFE_PN_
setup / recovery	raddr[0]	9	11.32	_rdata[66]$_DFFE_PN_
hold / removal	mem[14][118]$_DFFE_PP_	3	0.76	_rdata[118]$_DFFE_PN_
setup reg to reg	mem[7][65]$_DFFE_PP_	2	16.66	_rdata[65]$_DFFE_PN_
-- flip-flops by register name, indices dropped and copies added, names as in the netlist --
register and cells:
_rdata 128, mem 2048
-- cells by family (layout without fill, tap and decap cells) --
group / Yosys count / in the layout / synth area share, %
buffers and inverters: 163 / 800 / 1.00
other: 0 / 9 / 0
AND-OR/OR-AND: 124 / 124 / 1.02
multiplexers: 652 / 652 / 16.8
flip-flops: 2176 / 2176 / 80.7
AND/OR/NAND/NOR: 78 / 78 / 0.499
-- through the flow --
step | instance area (µm²) | utilization, %
5_1_grt | 95700 | 35.7
3_3_place_gp | 88400 | 33.0
3_5_place_dp | 88400 | 33.0
6_report | 95800 | 35.7
4_1_cts | 95700 | 35.7
2_1_floorplan | 81000 | -
-- layout by cell type, fill, tap and decap left out, types with 3 or more instances in the layout --
| cell | Yosys | layout |
|---|---|---|
| inv_6 | 0 | 6 |
| clkdlybuf4s50_1 | 0 | 262 |
| clkbuf_16 | 0 | 228 |
| clkinv_2 | 0 | 37 |
| mux2i_1 | 87 | 87 |
| nor3_2 | 0 | 4 |
| a21oi_1 | 48 | 48 |
| clkinvlp_4 | 0 | 14 |
| diode_2 | 0 | 9 |
| mux4_2 | 565 | 565 |
| buf_4 | 14 | 110 |
| buf_8 | 0 | 3 |
| buf_12 | 0 | 6 |
| inv_8 | 0 | 5 |
| bufinv_16 | 0 | 26 |
| a211oi_1 | 36 | 36 |
| edfxtp_1 | 2176 | 2176 |
| nor2b_1 | 36 | 36 |
| clkbuf_1 | 66 | 34 |
| inv_16 | 0 | 5 |
| o22ai_1 | 13 | 13 |
| nand2_1 | 18 | 18 |
| nor2_4 | 0 | 12 |
| o221ai_1 | 26 | 26 |
| clkinv_1 | 0 | 55 |
| nand2b_1 | 4 | 4 |
| clkinv_4 | 0 | 8 |
-- power by group through the flow --
stage / sequential, mW / clock (mW) / combinational (mW)
CTS: 5.57 / 4.65 / 0.488
global route: 5.57 / 4.84 / 0.516
finish: 5.57 / 4.53 / 0.471
-- final cells by class --
| cell class | instances | area [µm²] | area share, % |
|---|---|---|---|
| Multi-Input combinational cell | 854 | 14900 | 15.6 |
| Clock buffer | 262 | 5830 | 6.09 |
| Tap cell | 3552 | 4440 | 4.64 |
| Timing Repair Buffer | 381 | 3610 | 3.77 |
| Clock inverter | 155 | 1550 | 1.62 |
| Inverter | 2 | 22.5 | 0.0235 |
| Sequential cell | 2176 | 65300 | 68.2 |
| Antenna cell | 9 | 22.5 | 0.0235 |
-- worst register-to-register path: stages (launching register included) --
cell and delay (ns):
edfxtp_1 0.37, mux4_2 0.48, mux4_2 0.57
No activity file was given, so power comes from the tool's default toggle rates.
